==> ./design.v <==
module ID_EX(
	cpu_stall_i,
	start_i,
	clk_i,
	funct_i,  
	funct_o,
	ALUOp_i,
	ALUOp_o,
	ALUSrc_i,
	ALUSrc_o,
	imm_i,
	imm_o,
	RS1data_i,
	RS1data_o,
	RS2data_i,
	RS2data_o,
	RS1addr_i,
	RS1addr_o,
	RS2addr_i,
	RS2addr_o,
	RDaddr_i,
	RDaddr_o,
	MemRead_i,
	MemRead_o,
	MemWrite_i,
	MemWrite_o,
	RegWrite_i,
	RegWrite_o,
	MemtoReg_i,
	MemtoReg_o
);
input cpu_stall_i;
input start_i;
input clk_i;
input [9:0] funct_i;  
output reg [9:0] funct_o;
input [1:0] ALUOp_i;
output reg [1:0] ALUOp_o;
input ALUSrc_i;
output reg ALUSrc_o;
input [31:0] imm_i;
output reg [31:0] imm_o;
input [31:0] RS1data_i;
output reg [31:0] RS1data_o;
input [31:0] RS2data_i;
output reg [31:0] RS2data_o;
input [4:0] RS1addr_i;
output reg [4:0] RS1addr_o;
input [4:0] RS2addr_i;
output reg [4:0] RS2addr_o;
input [4:0] RDaddr_i;
output reg [4:0] RDaddr_o;
input MemRead_i;
output reg MemRead_o;
input MemWrite_i;
output reg MemWrite_o;
input RegWrite_i;
output reg RegWrite_o;
input MemtoReg_i;
output reg MemtoReg_o;
initial begin
	funct_o = 10'b0;  
	ALUOp_o = 2'b0;
	ALUSrc_o = 1'b0;
	imm_o = 31'b0;
	RS1data_o = 32'b0;
	RS2data_o = 32'b0;
	RS1addr_o = 5'b0;
	RS2addr_o = 5'b0;
	RDaddr_o = 5'b0;
	MemRead_o = 1'b0;
	MemWrite_o = 1'b0;
	RegWrite_o = 1'b0;
	MemtoReg_o = 1'b0;
end
always @(posedge clk_i) begin
	if(cpu_stall_i) begin
	end
	else if(start_i) begin
		funct_o <= funct_i;  
		ALUOp_o <= ALUOp_i;
		ALUSrc_o <= ALUSrc_i;
		imm_o <= imm_i;
		RS1data_o <= RS1data_i;
		RS2data_o <= RS2data_i;
		RS1addr_o <= RS1addr_i;
		RS2addr_o <= RS2addr_i;
		RDaddr_o <= RDaddr_i;
		MemRead_o <= MemRead_i;
		MemWrite_o <= MemWrite_i;
		RegWrite_o <= RegWrite_i;
		MemtoReg_o <= MemtoReg_i;
	end
end
endmodule
==> ./run.sh <==
#!/bin/bash
# OpenROAD 26Q1-2900-gdf79404cd8, Yosys 0.63+post, stock flow scripts
make -C /OpenROAD-flow-scripts/flow DESIGN_CONFIG=/design/flow/config.mk WORK_HOME=/design/flow/orfs finish
==> ./config.mk <==
export PLATFORM = sky130hd
export DESIGN_NAME = ID_EX
export DESIGN_NICKNAME = ID_EX
export VERILOG_FILES = /design/flow/design.v
export SDC_FILE = /design/flow/constraint.sdc
export NUM_CORES = 4
export LEC_CHECK = 1
export CORE_AREA = 10 10 162 162
export DIE_AREA = 0 0 172 172
==> ./constraint.sdc <==
current_design ID_EX

set clk_period 9.5
set clk_io_pct 0.2

create_clock -name clk0 -period $clk_period [get_ports {clk_i}]

set non_clock_inputs [all_inputs -no_clocks]
set_input_delay [expr $clk_period * $clk_io_pct] -clock clk0 $non_clock_inputs
set_output_delay [expr $clk_period * $clk_io_pct] -clock clk0 [all_outputs]
==> results.sh <==
# physical design summary
export IMPL_edff_count_synth=128
export IMPL_detail_route_wl_per_cell_um=17.1
export IMPL_critPathKind="flip-flop to primary output"
export IMPL_flip_flop_and_latch_count_after_synthesis=128
export IMPL_top_area_cell="edfxtp_1"
export IMPL_routed_via_density=3.37
export IMPL_timing_critical_path_slowest_stage_cell="clkdlybuf4s50_1"
export IMPL_outcome="finished clean"
export IMPL_port_buffers=258
export IMPL_stage_log_warnings=27
export IMPL_cp_data_arrival_time_ps=1260
export IMPL_finalCriticalPeriod_ps=3160
export IMPL_critical_path_buf_inv_count=1
export IMPL_grt_max_degree=129
export IMPL_htreeDepth=4
export IMPL_hold_path_class="input port to flip-flop"
export IMPL_die_w_um=172
export IMPL_synth_chip_area_mm2=0.00386
export IMPL_power_density_cell_area_mw_per_mm2=199
export IMPL_synthTopCellsByArea="edfxtp_1 100%, nor2b_4 0.36%"
export IMPL_first_global_vias=2520
export IMPL_gr_usage_total_pct=7.57
export IMPL_post_cts_hold_buffer_count=0
export IMPL_detail_route_antenna_diodes=0
export IMPL_core_area_mm2=0.0227
export IMPL_final_critical_path_setup_slack_ps=6340
export IMPL_total_leakage_power_nw=2.51
export IMPL_postCtsSetupRepairBufs=0
export IMPL_worstSetupEndpointType="primary output"
export IMPL_number_of_antenna_violations_at_the_first_check_in_global_routing=2
export IMPL_tritoncts_num_sinks=128
export IMPL_hold_ws_ps=2040
export IMPL_synth_top_flop_cell="edfxtp_1"
export IMPL_clk_path_buf_depth=2
export IMPL_layout_worst_path_cycle_share_pct=33.3
export IMPL_max_vdd_ir_drop_uv=89.0
export IMPL_post_cts_resized_instances=0
export IMPL_cts_inserted_buffers=17
export IMPL_standard_cell_row_count=55
export IMPL_synth_cells=129
export IMPL_synth_yosys_warnings=1
export IMPL_dp_cells=673
export IMPL_timing_fmax_ghz=0.316
export IMPL_clkSlewWorstSetupHoldPaths_ps=60
export IMPL_synth_cells_yosys=129
export IMPL_startpoint_type="flip-flop"
export IMPL_post_layout_cell_count=705
export IMPL_common_cells="128 x edfxtp_1, 1 x nor2b_4"
export IMPL_post_synth_cell_area_avg_um2=29.9
export IMPL_detailed_place_hpwl_mm=9.36
export IMPL_placed_area_mm2=0.00682
export IMPL_final_layout_size_suffix_gt1_share_pct=7.86
export IMPL_post_synth_num_cell_types=2
export IMPL_setup_total_negative_slack_ps=0
export IMPL_detailedRoute_firstIterationViolations=121
export IMPL_globalRoute_totalOverflow=0
export IMPL_drt_total_wl_mm=12.1
export IMPL_area_delta_synth_final_pct=92.5
export IMPL_async_flop_share_pct=0
export IMPL_finalMaxSlewViolations=0
export IMPL_synthesis_area_mm2=0.00386
export IMPL_cts_tree="yes"
export IMPL_cap_violations=0
export IMPL_remaining_drc_errors=0
export IMPL_drtPass1Iterations=4
export IMPL_floorplanUtilization_pct=17.0
export IMPL_critical_path_cell_chain="clkdlybuf4s50_1"
export IMPL_timing_max_slew_rel_slack_pct=47.7
export IMPL_synth_top_cell_area_share_pct=99.6
export IMPL_actual_transition_at_the_worst_max_transition_pin_ps=784
export IMPL_vias=2376
export IMPL_globalplace_congestion=0.760
export IMPL_chip_area_mm2=0.0296
export IMPL_post_layout_total_power_mw=1.47
export IMPL_top_level_ports=259
export IMPL_layout_utilization_pct=32.7
export IMPL_grt_first_pass_wirelength_mm=16.5
export IMPL_count_of_endpoints_failing_hold_in_the_final_timing_report=0
export IMPL_crit_path_max_fanout=1
export IMPL_grt_setup_unrepaired="false"
export IMPL_timing_critical_path_slowest_cell_delay_ps=510
export IMPL_ant_nets=0
export IMPL_fp_dieH_um=172
export IMPL_dp_slack_ps=6020
export IMPL_yosysMostFrequentCell="edfxtp_1"
export IMPL_critical_path_top_delay_family="buffers and inverters"
export IMPL_critPathRequiredTime_ps=7600
export IMPL_cts_root_buffer_cell="clkbuf_16"
export IMPL_synth_seq_share_pct=99.6
export IMPL_setup_viol_count_final=0
export IMPL_postLayoutCellArea_mm2=0.00743
report_power, final:
part           total (mW)  internal (mW)  switching [mW]
sequential          0.674          0.664         0.00930
clock               0.670          0.417           0.253
combinational       0.130          0.103          0.0274
layout by cell type (no fill, tap or decap), drive strengths merged:
cell and instances:
clkdlybuf4s50 258, edfxtp 128, bufinv 3, clkbuf 18, buf 1, clkinv 3
inv 4, clkinvlp 4, nor2b 1
routing by layer:
layer	track usage, %	vias up	part of all wire (%)
li1	-	1088	-
met1	8.65	1129	34
met2	12.7	146	50
met3	3.96	11	14
met4	1.16	2	1.5
met5	0	-	0.14
kinds of logic after synthesis:
family | Yosys count | share of synthesized area, %
DFF | 128 | 99.6
and+or+nand+nor | 1 | 0.357
worst paths after layout:
kind	slack [ps]	start	to	depth (start not counted)
setup / recovery	6340	RS1data_o[23]	RS1data_o[23]	1
hold / removal	2040	imm_i[4]	imm_o[4]	1
flip-flops by register name (all words and copies together) (netlist names):
name,cells
RDaddr_o,5
RegWrite_o,1
imm_o,32
RS2data_o,32
MemWrite_o,1
ALUOp_o,2
ALUSrc_o,1
RS1addr_o,5
RS1data_o,32
RS2addr_o,5
MemtoReg_o,1
MemRead_o,1
funct_o,10
area by class of cell:
cell class	count	area, um2
fill	2162	15300
sequential	128	3840
timing repair buffer	259	2600
clock buffer	18	429
tap	285	357
clock inverter	14	181
multi-input combinational	1	13.8
