`/design/flow/config.mk`:
```
export PLATFORM = sky130hd
export DESIGN_NAME = MEM_WB
export DESIGN_NICKNAME = MEM_WB
export VERILOG_FILES = /design/flow/design.v
export SDC_FILE = /design/flow/constraint.sdc
export NUM_CORES = 4
export LEC_CHECK = 1
export CORE_UTILIZATION = 30
```
`/design/flow/constraint.sdc`:
```
current_design MEM_WB

set clk_period 7.0
set clk_io_pct 0.2

create_clock -name clk0 -period $clk_period [get_ports {clk_i}]

set non_clock_inputs [all_inputs -no_clocks]
set_input_delay [expr $clk_period * $clk_io_pct] -clock clk0 $non_clock_inputs
set_output_delay [expr $clk_period * $clk_io_pct] -clock clk0 [all_outputs]
```
`/design/flow/design.v`:
```
module MEM_WB(
	cpu_stall_i,
	start_i,
	clk_i,
	RegWrite_i,
	RegWrite_o,
	MemtoReg_i,
	MemtoReg_o,
	RDaddr_i,
	RDaddr_o,
	ALU_Result_i,
	ALU_Result_o,
	Data_Memory_data_i,
	Data_Memory_data_o
);
input cpu_stall_i;
input start_i;
input clk_i;
input RegWrite_i;
output reg RegWrite_o;
input MemtoReg_i;
output reg MemtoReg_o;
input [4:0] RDaddr_i;
output reg [4:0] RDaddr_o;
input [31:0] ALU_Result_i;
output reg [31:0] ALU_Result_o;
input [31:0] Data_Memory_data_i;
output reg [31:0] Data_Memory_data_o;
initial begin
	RegWrite_o = 1'b0;
	MemtoReg_o = 1'b0;
	RDaddr_o = 5'b0;
	ALU_Result_o = 32'b0;
	Data_Memory_data_o = 32'b0;
end
always @(posedge clk_i) begin
	if(cpu_stall_i) begin
	end
	else if(start_i) begin
		RegWrite_o <= RegWrite_i;
		MemtoReg_o <= MemtoReg_i;
		RDaddr_o <= RDaddr_i;
		ALU_Result_o <= ALU_Result_i;
		Data_Memory_data_o <= Data_Memory_data_i;
	end
end
endmodule
```
`/design/flow/run.sh`:
```
#!/bin/bash
# OpenROAD 26Q1-2900-gdf79404cd8, Yosys 0.63+post, stock flow scripts
make -C /OpenROAD-flow-scripts/flow DESIGN_CONFIG=/design/flow/config.mk WORK_HOME=/design/flow/orfs finish
```
==> flow_summary_export.csv <==
group,metric,value,unit
critical_path,crit_end,"Data_Memory_data_o[11]",
routing,via_per_inst,3.89,
synthesis,syn_area_per_cell,29.8,µm²
final_timing,setup_violations,0,
routing,drc,0,
global_route,grt_use_total,11.6,%
synthesis,synthFlopType,"edfxtp_1",
final_timing,whs,1610,ps
die,core,0.00687,mm²
die,die_h,86.6,µm
synthesis,synth_async_sr_flop_share,0,%
final_timing,hold_violations,0,
final_timing,relSlewSlack,53.9,%
place,dp_hpwl,3010,µm
hold_path,hold_depth,1,
critical_path,cp-end-kind,"flop",
pwr,vdd_drop_max,0.165,mV
layout,drive_gt1_share,6.01,%
routing,num_vias,1279,
critical_path,path_cells,"clkdlybuf4s50_1 > nor2b_4 > buf_4",
layout,area_growth,82.6,%
clocking,cts_resized,0,
clocking,cts_tree,"done",
clocking,hold_buffers,0,
critical_path,crit_path_start_kind,"input pin",
final_timing,min_period,3000,ps
synthesis,syn_inst,72,
pwr,p_total,0.935,mW
final_timing,period_used_share,42.9,%
synthesis,synth.most_common_cell,"edfxtp_1",
routing,antennaDiodeCount,0,
clocking,clock_path_buffers,2,
global_route,grt_start_max_net_pins,56,
final_timing,rsz0062_at_grt,"no",
place,dpl_cell_area,0.00371,mm²
hold_path,min-delay-path-class,"input pin to flop",
synthesis,yosys_area,0.00215,mm²
job,maxCapViolCount,0,
die,num_rows,30,
critical_path,cp.arrival,2970,ps
pwr,p_leak,1.34,nW
critical_path,crit_buf_inv,2,
synthesis,ys_ff,71,
synthesis,postSynthSeqShare,99.4,%
synthesis,yosys_warnings,1,
layout,comb_area,13.8,µm²
synthesis,yosysTopAreaCellShare,99.4,%
clocking,clkTransAtPathRegs,70,ps
critical_path,crit_type,"input pin to flop",
synthesis,netlist_top_cells_area,"edfxtp_1, nor2b_4",
synthesis,ys_cells,72,
layout,seqCellArea,0.00213,mm²
synthesis,edf_count,71,
place,gp_congestion,0.757,
global_route,grt_pass1_wl,6020,µm
pwr,power.density,239,mW/mm²
clocking,clock-sinks,71,
place,port_buffers,144,
die,initCoreUtil,31.2,%
critical_path,cpPeakStageDelay,640,ps
critical_path,path_depth,3,
routing,firstDrtPassIters,2,
run_status,status,"finished clean",
final_timing,totalNegativeSetupSlack,0,ps
routing,wl,4210,µm
clocking,cts_buffers,9,
routing,drt-initial-drc-count,31,
final_timing,max_freq,333,MHz
die,chipArea,0.00750,mm²
layout,fin_area,0.00392,mm²
routing,antenna_left,0,
layout,n_fill_cell,539,
die,io_pins,145,
global_route,antenna_found_initial,0,
critical_path,slowest_stage,"buf_4",
job,openroad.warnings,25,
routing,wl_per_cell,12.8,µm
global_route,grt_pass1_vias,1185,
synthesis,yosysTopAreaCell,"edfxtp_1",
critical_path,crit_fanout,55,
final_timing,worstMarginPinSlew,692,ps
clocking,cts-root-buf,"clkbuf_8",
die,die_x,86.6,µm
clocking,htreeDepth,3,
critical_path,required,6970,ps
critical_path,cp-startpoint,"start_i",
final_timing,timing.final.max_slew_violations,0,
critical_path,critical_path.top_delay_family,"buffers and inverters",
synthesis,syn_area,0.00215,mm²
clocking,cts_setup_buffers,0,
global_route,overflow,0,
synthesis,synthTopCellsByCount,"edfxtp_1, nor2b_4",
synthesis,yosysUniqueCellTypes,2,
layout by cell type (no fill, tap or decap):
cell,count
clkinv_1,2
buf_4,1
clkdlybuf4s50_1,144
clkbuf_8,9
bufinv_16,2
clkbuf_1,2
nor2b_4,1
edfxtp_1,71
clkinv_2,1
cells by family (layout without fill, tap and decap cells):
logic type	count (synthesis)	after routing	share of synthesized area, %
and+or+nand+nor	1	1	0.641
buffers and inverters	0	161	0
DFF	71	71	99.4
flip-flops by register name, summed over array words and instances (netlist names):
name / flops
Data_Memory_data_o: 32
ALU_Result_o: 32
RegWrite_o: 1
RDaddr_o: 5
MemtoReg_o: 1
cell type report:
type                            instances  area share [%]
Sequential cell                        71            54.4
Timing Repair Buffer                  145            37.0
Clock buffer                           11            3.35
Tap cell                               96            3.07
Clock inverter                          5            1.85
Multi-Input combinational cell          1           0.351
worst min path at each step:
stage	start	to	slack [ps]
final	RegWrite_i	RegWrite_o	1610
after global routing	ALU_Result_i[21]	ALU_Result_o[21]	1590
after CTS	Data_Memory_data_i[23]	Data_Memory_data_o[23]	1590
power breakdown:
group | leakage (nW) | internal, mW | switching (mW)
Clock | 0.102 | 0.198 | 0.137
Sequential | 0.666 | 0.500 | 0.00624
Combinational | 0.576 | 0.0772 | 0.0167
Total | 1.34 | 0.775 | 0.160
metrics by stage:
stage	util, %	worst slack [ps]	std cells
after detailed placement	54.1	3620	313
after global placement	54.1	3650	313
after global routing	57.0	3910	329
final	57.0	4000	329
after CTS	57.0	3990	329
after floorplan	-	4090	72
layer usage:
metal,wire length (µm),track usage [%],vias up
li1,-,-,605
met1,1620,17.1,587
met2,2010,17.3,75
met3,468,5.12,12
met4,106,3.03,0
met5,0,0,-
No activity file was given, so power comes from the tool's default toggle rates.
