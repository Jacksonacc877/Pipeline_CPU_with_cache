[flow/design.v]
module ALU(
	data1_i,
	data2_i,
	ALUCtrl_i,
	data_o,
	Zero_o  
);
input signed [31:0] data1_i;
input [31:0] data2_i;
input [3:0] ALUCtrl_i; 
output reg signed [31:0] data_o;
output Zero_o;
parameter ALUCtrl_and = 4'b0_000;
parameter ALUCtrl_xor = 4'b0_001;
parameter ALUCtrl_add = 4'b0_010;
parameter ALUCtrl_sll = 4'b0_011;
parameter ALUCtrl_mul = 4'b0_100;
parameter ALUCtrl_addi = 4'b0_101;
parameter ALUCtrl_sub = 4'b0_110;
parameter ALUCtrl_srai = 4'b0_111;
parameter ALUCtrl_or = 4'b1_000; 
always @(*) begin
	case(ALUCtrl_i)
		ALUCtrl_and: data_o <= data1_i & data2_i; 
		ALUCtrl_xor: data_o <= data1_i ^ data2_i;
		ALUCtrl_sll: data_o <= data1_i << data2_i;
		ALUCtrl_add: data_o <= data1_i + data2_i;
		ALUCtrl_sub: data_o <= data1_i - data2_i;
		ALUCtrl_mul: data_o <= data1_i * data2_i;
		ALUCtrl_addi: data_o <= data1_i + data2_i;
		ALUCtrl_srai: data_o <= data1_i >>> data2_i[4:0];
		ALUCtrl_or: data_o <= data1_i | data2_i; 
		default: data_o <= data1_i + data2_i;
	endcase
end
endmodule
[flow/run.sh]
#!/bin/bash
# OpenROAD 26Q1-2900-gdf79404cd8, Yosys 0.63+post, stock flow scripts
make -C /OpenROAD-flow-scripts/flow DESIGN_CONFIG=/design/flow/config.mk WORK_HOME=/design/flow/orfs finish
[flow/config.mk]
export PLATFORM = sky130hd
export DESIGN_NAME = ALU
export DESIGN_NICKNAME = ALU
export VERILOG_FILES = /design/flow/design.v
export SDC_FILE = /design/flow/constraint.sdc
export NUM_CORES = 4
export LEC_CHECK = 1
export CORE_UTILIZATION = 30
[flow/constraint.sdc]
current_design ALU

set clk_period 19.1
set clk_io_pct 0.2

create_clock -name clk0 -period $clk_period

set non_clock_inputs [all_inputs -no_clocks]
set_input_delay [expr $clk_period * $clk_io_pct] -clock clk0 $non_clock_inputs
set_output_delay [expr $clk_period * $clk_io_pct] -clock clk0 [all_outputs]
==> out/summary.txt <==
Yosys chip area -> 0.0224 mm2
Top Ports -> 101
Fin crit period -> 16.30 ns
Vias/cell -> 5.41
Setup Buffers After CTS -> 0
First-pass GRT wire length -> 139000 um
Rows -> 99
Pin count of the biggest net entering global routing -> 60
Rel. slew slack -> 0.382
Syn. warnings -> 2
Area of the mapped netlist -> 0.0224 mm2
HP Start -> data2_i[3]
Die Width -> 275 um
DR DRC count -> 0
CP endpoint kind -> primary output
FMAX -> 0.0614 GHz
Outcome -> complete, no violations
DRT Wirelength -> 93600 um
Routed wire per std cell -> 24.7 um
Initial antenna violation count -> 3
Type of the most critical hold path -> input pin to primary output
Number of global-route vias before repair -> 20800
PortBufs -> 100
Log Warnings -> 65
Grt total ovfl -> 0
Pre-Place Util -> 0.305
Area grow syn2layout -> 9.13%
Pre-Repair DR Iteration Count -> 8
Unrepaired setup endpoints after global routing -> false
Die ar. -> 0.0759 mm2
Crit. Startpoint -> data2_i[7]
# Max-Cap Violations -> 0
Via count -> 20500
CTS Hold Bufs -> 0
Gate Area -> 0.0200 mm2
Worst Path Max Fanout -> 12
Final worst-path cycle share -> 0.853
Filler cell count -> 7748
CP startpoint kind -> input pin
Synth cell types -> 84
Critical Path RT -> 15.28 ns
Critical path type -> input pin to primary output
Fin. Hold Viols -> 0
Synth Seq Share -> 0
Yosys Instances -> 2826
Cts repair resizes -> 0
Fin Setup TNS -> 0 ns
Worst-margin pin slew -> 0.926 ns
HPWL reported at the end of detailed placement -> 72700 um
Crit path largest cell delay -> 0.88 ns
Final setup fails -> 0
WHS Path Cells -> 5
Most frequent logic cell in the layout -> nor2_1
WP data arrival -> 12.48 ns
Overall Global Routing Usage -> 0.262
Clock buf count -> 0
Critical Path Most Common Cell -> fa_1
Synthesized netlist cell count -> 2826
Flop area -> 0 um2
Most frequent logic cells in the routed design -> nor2_1, inv_1, fa_1
Hold Crit Endpoint -> data_o[0]
Detailed router's first-iteration violation count -> 1758
Layout cell share with drive strength beyond 1 -> 0.0576
Antenna Nets Post-Route -> 0
Final core occ -> 0.333
Buffers and inverters on the worst path -> 8
Crit-path slowest cell -> clkdlybuf4s50_1
Gpl congestion -> 1.07
Seq_cells -> 0
Worst path top cell family by delay -> adder cells
Ant. Diodes -> 0
Die height -> 275 um
Mean post-synth cell area -> 7.94 um2
Pins over their slew limit -> 0
Core area -> 0.0735 mm2
==> how the worst max path moves through the flow <==
stage,endpoint,cells after the start
after CTS,data_o[31],28
after global routing,data_o[26],28
final,data_o[31],28
==> cell type report <==
type / count / area share
multi-input combinational: 2199 / 0.817
timing repair buffer: 182 / 0.0651
inverter: 448 / 0.0687
tap: 959 / 0.0490
==> routing by layer <==
metal	GRT usage	vias to the layer above	part of all wire
met4	0.0888	6	0.045
met1	0.354	9964	0.39
met2	0.378	1264	0.42
met5	0	-	0.00037
met3	0.121	207	0.14
li1	-	9035	-
==> synthesized netlist by cell type, types with 5 or more instances <==
library cell    n  share of area
clkbuf_1      111          0.019
ha_1          219           0.12
o31ai_1         7         0.0023
xor2_1         28          0.011
a21oi_1       104          0.023
o22ai_1        10         0.0028
buf_2          29         0.0065
mux2i_1        64          0.029
buf_4           6         0.0020
inv_2          10         0.0017
a211oi_2       10         0.0056
and3_1          5         0.0014
a31oi_1        10         0.0028
o21ai_1        11         0.0025
buf_6           5         0.0025
nand2b_1       15         0.0042
mux4_2         19          0.019
o21bai_1        5         0.0017
a221oi_1       23         0.0090
nor4_1         13         0.0036
fa_1          409           0.36
o2111ai_1       7         0.0027
a21o_1         24         0.0080
a211o_1         9         0.0035
mux2_2          6         0.0030
o221ai_1        7         0.0027
o211ai_1       22         0.0074
nor3_1         19         0.0042
nor3_2          6         0.0027
buf_1          28         0.0047
inv_1         425          0.071
or3_1          12         0.0033
clkinv_1       13         0.0022
a211oi_1       24         0.0080
nor2_1        448          0.075
a22oi_1        17         0.0057
nor2b_1        11         0.0031
o21ai_0       112          0.025
o21a_1         12         0.0040
xnor2_1       105          0.041
and2_1         12         0.0033
nand2_1       317          0.053
nand3_1         9         0.0020
==> tightest hold or removal path, cell delays in order <==
cell,delay (ns)
buf_2,0.29
a21oi_1,0.20
a21oi_1,0.07
o21ai_0,0.18
clkdlybuf4s50_1,0.46
==> metrics by stage <==
step                hold slack, ns  std cells  worst slack [ns]  cell area, um2
global route                  8.90       3788              2.34           24500
global placement              8.85       3788              2.96           24500
CTS                           8.84       3788              2.89           24500
finish                        8.85       3788              2.80           24500
detailed placement            8.83       3788              2.92           24500
floorplan                     7.86       2826              4.26           22400
==> kinds of logic (layout without fill, tap and decap cells) <==
kind of cell	count (synthesis)	after routing	share of synthesized area
simple gates	893	893	0.166
fa+ha+maj	628	628	0.487
buf+inv	627	630	0.109
compound gates	454	454	0.135
xor+xnor	134	134	0.0526
mux	89	89	0.0506
other cells	1	1	0.000167
